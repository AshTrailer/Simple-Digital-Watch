### /design/flow/design.v
module SSEG(input [3:0] digit, output reg [6:0] SSEG);
	always @(*) begin
		case (digit)
			4'd0 : SSEG = 7'b1000000;
			4'd1 : SSEG = 7'b1111001;
			4'd2 : SSEG = 7'b0100100;
			4'd3 : SSEG = 7'b0110000;
			4'd4 : SSEG = 7'b0011001;
			4'd5 : SSEG = 7'b0010010;
			4'd6 : SSEG = 7'b0000010;
			4'd7 : SSEG = 7'b1111000;
			4'd8 : SSEG = 7'b0000000;
			4'd9 : SSEG = 7'b0010000;
			default : SSEG = 7'b1111111;
		endcase
	end
endmodule
module FLASH #(parameter TOTAL_PERIOD = 24_999_999, ON_TIME = 20_000_000)
    (input clk, input signal, output reg flash);
    localparam BW = $clog2(TOTAL_PERIOD);
    reg [BW-1:0] counter = 0;
    always @(posedge clk) begin
        if (signal) begin
            if (counter < TOTAL_PERIOD - 1)
                counter <= counter + 1;
            else
                counter <= 0;
            if (counter < ON_TIME)
                flash <= 1;
            else
                flash <= 0;
        end
		  else begin
            counter <= 0;
            flash <= 1;
        end
    end
endmodule
module SSEG_FLASH(input [3:0] digit, input flash, output reg [6:0] SSEG);
	always @(*) begin
		if (flash) begin
			case (digit)
				4'd0 : SSEG = 7'b1000000;
				4'd1 : SSEG = 7'b1111001;
				4'd2 : SSEG = 7'b0100100;
				4'd3 : SSEG = 7'b0110000;
				4'd4 : SSEG = 7'b0011001;
				4'd5 : SSEG = 7'b0010010;
				4'd6 : SSEG = 7'b0000010;
				4'd7 : SSEG = 7'b1111000;
				4'd8 : SSEG = 7'b0000000;
				4'd9 : SSEG = 7'b0010000;
				default : SSEG = 7'b1111111;
			endcase
		end
		else begin
			SSEG = 7'b1111111;
		end
	end
endmodule
module FLASH_CONTROL (input clk, input [5:0] hours, input [5:0] mins, input [5:0] secs, input [1:0] signal, input [2:0] on_control, 
	output [6:0] HEX0, output [6:0] HEX1, output [6:0] HEX2, output [6:0] HEX3, output [6:0] HEX4, output [6:0] HEX5);
	localparam TOTAL_PERIOD = 24_999_999;
	localparam ON_TIME = 20_000_000;
	wire [1:0] flash_mode;
	wire [5:0] flash_out;
	wire flash_sec, flash_min, flash_hour;
	wire [3:0] tens_0, ones_0;
	wire [3:0] tens_1, ones_1;
	wire [3:0] tens_2, ones_2;
	FLASH #(TOTAL_PERIOD, ON_TIME) flash_sec_inst (.clk(clk), .signal(signal == 2'b01), .flash(flash_sec));
	FLASH #(TOTAL_PERIOD, ON_TIME) flash_min_inst (.clk(clk), .signal(signal == 2'b10), .flash(flash_min));
	FLASH #(TOTAL_PERIOD, ON_TIME) flash_hour_inst (.clk(clk), .signal(signal == 2'b11), .flash(flash_hour));
	BINTODEC bin_to_dec_0(.bin(secs),.tens(tens_0),.ones(ones_0));
	BINTODEC bin_to_dec_1(.bin(mins),.tens(tens_1),.ones(ones_1));
	BINTODEC bin_to_dec_2(.bin(hours),.tens(tens_2),.ones(ones_2));
	SSEG_FLASH sseg_flash_0(.digit(ones_0),.flash(flash_sec && on_control == 3'b001),.SSEG(HEX0));
	SSEG_FLASH sseg_flash_1(.digit(tens_0),.flash(flash_sec && on_control == 3'b001),.SSEG(HEX1));
	SSEG_FLASH sseg_flash_2(.digit(ones_1),.flash(flash_min && on_control == 3'b001),.SSEG(HEX2));
	SSEG_FLASH sseg_flash_3(.digit(tens_1),.flash(flash_min && on_control == 3'b001),.SSEG(HEX3));
	SSEG_FLASH sseg_flash_4(.digit(ones_2),.flash(flash_hour && on_control == 3'b001),.SSEG(HEX4));
	SSEG_FLASH sseg_flash_5(.digit(tens_2),.flash(flash_hour && on_control == 3'b001),.SSEG(HEX5));
endmodule
module FLASH_CONTROL_STOPWATCH (input [6:0] hundredths, input [5:0] secs, mins, input [2:0] on_control,
	output [6:0] HEX5, HEX4, HEX3, HEX2, HEX1, HEX0);
	wire [3:0] tens_0, ones_0;
	wire [3:0] tens_1, ones_1;
	wire [3:0] tens_2, ones_2;
	BINTODEC_STOP #(7)
		bin_to_dec_0(.bin(hundredths), .tens(tens_0), .ones(ones_0));
	BINTODEC_STOP #(6)
		bin_to_dec_1(.bin(secs), .tens(tens_1), .ones(ones_1));
	BINTODEC_STOP #(6)
		bin_to_dec_2(.bin(mins), .tens(tens_2), .ones(ones_2));
	SSEG_FLASH sseg_flash_0(.digit(ones_0), .flash(on_control == 3'b010), .SSEG(HEX0));
	SSEG_FLASH sseg_flash_1(.digit(tens_0), .flash(on_control == 3'b010), .SSEG(HEX1));
	SSEG_FLASH sseg_flash_2(.digit(ones_1), .flash(on_control == 3'b010), .SSEG(HEX2));
	SSEG_FLASH sseg_flash_3(.digit(tens_1), .flash(on_control == 3'b010), .SSEG(HEX3));
	SSEG_FLASH sseg_flash_4(.digit(ones_2), .flash(on_control == 3'b010), .SSEG(HEX4));
	SSEG_FLASH sseg_flash_5(.digit(tens_2), .flash(on_control == 3'b010), .SSEG(HEX5));
endmodule
module FLASH_CONTROL_COUNTDOWN (input [5:0] secs, mins, hours, input [2:0] on_control,
	output [6:0] HEX5, HEX4, HEX3, HEX2, HEX1, HEX0);
	wire [3:0] tens_0, ones_0;
	wire [3:0] tens_1, ones_1;
	wire [3:0] tens_2, ones_2;
	BINTODEC bin_to_dec_0(.bin(secs), .tens(tens_0), .ones(ones_0));
	BINTODEC bin_to_dec_1(.bin(mins), .tens(tens_1), .ones(ones_1));
	BINTODEC bin_to_dec_2(.bin(hours), .tens(tens_2), .ones(ones_2));
	SSEG_FLASH sseg_flash_0(.digit(ones_0), .flash(on_control == 3'b100), .SSEG(HEX0));
	SSEG_FLASH sseg_flash_1(.digit(tens_0), .flash(on_control == 3'b100), .SSEG(HEX1));
	SSEG_FLASH sseg_flash_2(.digit(ones_1), .flash(on_control == 3'b100), .SSEG(HEX2));
	SSEG_FLASH sseg_flash_3(.digit(tens_1), .flash(on_control == 3'b100), .SSEG(HEX3));
	SSEG_FLASH sseg_flash_4(.digit(ones_2), .flash(on_control == 3'b100), .SSEG(HEX4));
	SSEG_FLASH sseg_flash_5(.digit(tens_2), .flash(on_control == 3'b100), .SSEG(HEX5));
endmodule
module BINTODEC (input [5:0] bin, output reg [3:0] tens, output reg [3:0] ones);
    always @(*) begin
        tens = bin / 10;
        ones = bin % 10;
    end
endmodule
module BINTODEC_STOP #(parameter WIDTH = 7) 
	(input [WIDTH-1:0] bin, output reg [3:0] tens, output reg [3:0] ones);
    always @(*) begin
        tens = bin / 10;
        ones = bin % 10;
    end
endmodule
module SSEG_DECODER(input [3:0] digit, output reg [6:0] SSEG);
    always @(*) begin
        case (digit)
            4'd0 : SSEG = 7'b1000000;
            4'd1 : SSEG = 7'b1111001;
            4'd2 : SSEG = 7'b0100100;
            4'd3 : SSEG = 7'b0110000;
            4'd4 : SSEG = 7'b0011001;
            4'd5 : SSEG = 7'b0010010;
            4'd6 : SSEG = 7'b0000010;
            4'd7 : SSEG = 7'b1111000;
            4'd8 : SSEG = 7'b0000000;
            4'd9 : SSEG = 7'b0010000;
            default: SSEG = 7'b1111111;
        endcase
    end
endmodule		
module LED_CONTROL_FSM(input clk,input reset,input [5:0] hours,input [5:0] mins,input [5:0] secs,output reg LEDR);
	localparam INIT = 2'b00, OFF = 2'b01, ON = 2'b10, LOCK = 2'b11;
	reg [1:0] state, next_state;
	always @(posedge clk) begin
		state <= next_state;
	end
	initial state = INIT;
	always @(*) begin
		case(state)
			INIT: begin
				if (hours != 0 || mins != 0 || secs != 0)
					next_state = OFF;
				else
					next_state = INIT;
				end
			OFF: begin
				if (hours == 0 && mins == 0 && secs == 0)
					next_state = ON;
				else
					next_state = OFF;
			end
			ON: begin
				if (reset)
					next_state = LOCK;
				else if (hours != 0 || mins != 0 || secs != 0)
					next_state = OFF;
				else
					next_state = ON;
            end
			LOCK: begin
				if (hours != 0 || mins != 0 || secs != 0)
					next_state = OFF;
				else
					next_state = LOCK;
			end
            default: next_state = OFF;
        endcase
    end
	always @(*) begin
		case(state)
			ON: LEDR = 1;
			default: LEDR = 0;
		endcase
	end
endmodule
### /design/flow/run.sh
#!/bin/bash
# OpenROAD 26Q1-2900-gdf79404cd8, Yosys 0.63+post, stock flow scripts
make -C /OpenROAD-flow-scripts/flow DESIGN_CONFIG=/design/flow/config.mk WORK_HOME=/design/flow/orfs finish
### /design/flow/config.mk
export PLATFORM = sky130hd
export DESIGN_NAME = FLASH_CONTROL_COUNTDOWN
export DESIGN_NICKNAME = FLASH_CONTROL_COUNTDOWN
export VERILOG_FILES = /design/flow/design.v
export SDC_FILE = /design/flow/constraint.sdc
export NUM_CORES = 4
export LEC_CHECK = 1
export CORE_AREA = 10 10 85 85
export DIE_AREA = 0 0 95 95
### /design/flow/constraint.sdc
current_design FLASH_CONTROL_COUNTDOWN

set clk_period 5.5
set clk_io_pct 0.2

create_clock -name clk0 -period $clk_period

set non_clock_inputs [all_inputs -no_clocks]
set_input_delay [expr $clk_period * $clk_io_pct] -clock clk0 $non_clock_inputs
set_output_delay [expr $clk_period * $clk_io_pct] -clock clk0 [all_outputs]
==> impl_metrics.env <==
# flow metrics
export IMPL_initCoreUtil=0.4232
export IMPL_yosysTopAreaCellShare=0.2107
export IMPL_period_used=0.9678
export IMPL_ant_nets=0
export IMPL_grt_pass1_vias=2176
export IMPL_p_leak_nw=1.426
export IMPL_slew_viol_final=0
export IMPL_fill_cells=512
export IMPL_antennaDiodeCount=0
export IMPL_die_h_um=95
export IMPL_cap_violations=0
export IMPL_area_leaders="ha_1 (21%), mux2i_1 (7.3%), nand2_1 (7.3%)"
export IMPL_rsz0062_at_grt="false"
export IMPL_synthToLayoutAreaGrowth_pct=38.95
export IMPL_min_from="hours[3]"
export IMPL_end_kind="primary output"
export IMPL_crit_path_start_kind="input port"
export IMPL_netlist_area_mm2=0.002316
export IMPL_worst_slew_pin_slew_ns=0.6799
export IMPL_area_sequential_um2=0
export IMPL_die_width_um=95
export IMPL_grt_antenna_before_repair=0
export IMPL_critPathKind="in -> out"
export IMPL_numPortBuffers=63
export IMPL_drive_above_1_share=0.1929
export IMPL_drc=0
export IMPL_rows=27
export IMPL_p_total_w=0.0003069
export IMPL_cts_hold_fix_buffers=0
export IMPL_grt_overflow_total=0
export IMPL_wl_mm=6.082
export IMPL_via_per_inst=5.118
export IMPL_hold_violations=0
export IMPL_warnings=59
export IMPL_whs_path_depth=8
export IMPL_ys_seq_share=0
export IMPL_setup_violations=0
export IMPL_syn_inst=318
export IMPL_flops=0
export IMPL_combGateArea_mm2=0.002150
export IMPL_max_slew_margin=0.5468
export IMPL_power_density_mw_per_mm2=95.35
export IMPL_dieArea_mm2=0.009025
export IMPL_num_clock_buffers=0
export IMPL_yosys_area_top_type="ha_1"
export IMPL_wl_per_cell_um=13.05
export IMPL_required_ns=4.40
export IMPL_critPathArrivalTime_ns=4.22
export IMPL_drt_iter0_drc=71
export IMPL_pin_count=63
export IMPL_synth_distinct_cells=73
export IMPL_hold_end="HEX5[2]"
export IMPL_path_max_fanout=4
export IMPL_core_area_mm2=0.005473
export IMPL_gp_congestion=0.8857
export IMPL_grt_first_pass_wirelength_mm=9.901
export IMPL_status="finished clean"
export IMPL_fmax_ghz=0.1879
export IMPL_dp_hpwl_mm=4.992
export IMPL_utilization=0.5880
export IMPL_yosys_warnings=2
export IMPL_ir_drop_mv=0.04462
export IMPL_ys_cells=318
export IMPL_grt_max_degree=19
export IMPL_ys_area_mm2=0.002316
export IMPL_vias=2385
export IMPL_hp_class="in -> out"
export IMPL_dr_pass1_iters=4
export IMPL_grt_use_total=0.1272
export IMPL_syn_avg_cell_area_um2=7.283
export IMPL_timing_final_crit_period_ns=5.323
## repair_timing
item                                   in CTS  in global routing
setup buffers                               0                  2
pin swaps                                   0                  6
gates resized                               4                 14
setup endpoints to repair                   8                 17
endpoints found under the hold margin       0                  0
## cells by family after synthesis
kind of cell / count (synthesis) / share of synthesized area
AND-OR/OR-AND: 101 / 0.3215
XOR/XNOR: 3 / 0.01459
adder cells (fa/ha/maj): 40 / 0.2150
buffers and inverters: 47 / 0.1043
multiplexers: 17 / 0.07347
AND/OR/NAND/NOR: 110 / 0.2712
## Yosys cell counts (3+ instances only)
cell,n
nand2b_1,8
nand2_1,45
buf_2,5
ha_1,39
a21oi_1,22
nand3b_1,5
clkbuf_1,4
o21ai_0,19
a31oi_1,3
o21bai_1,4
nor2_1,7
buf_6,4
nor2b_1,4
or3b_1,3
o211ai_1,5
o21ai_1,10
buf_4,5
a22o_1,4
a21o_1,4
nor3_1,3
and2_1,6
mux2i_1,17
inv_1,27
nand3_1,3
o31a_1,3
## placed cells by master, fill, tap and decap left out, types with 3 or more instances in the layout
cell type and n:
clkdlybuf4s50_1 62, nand2_1 45, ha_1 34, buf_4 32, inv_1 26, a21oi_1 20
o21ai_0 18, mux2i_1 16, o21ai_1 10, nand2b_1 8, nor2_1 6, and2_1 6
nand3b_1 5, o211ai_1 5, o21bai_1 4, a22o_1 4, a21o_1 4, nor2b_1 3
nor2_2 3, nor2b_4 3, or3b_1 3, nand3_1 3, o31a_1 3, nor3_1 3
a31oi_1 3, ha_4 3
## area by class of cell
| cell class | count | share of cell area |
|---|---|---|
| Timing Repair Buffer | 95 | 0.2714 |
| Inverter | 28 | 0.03266 |
| Tap cell | 72 | 0.02799 |
| Multi-Input combinational cell | 271 | 0.6680 |
## layer usage
metal	routed length, µm	up-vias	part of all wire	GRT usage
li1	-	1277	-	-
met1	2868	1083	0.47	0.1671
met2	2961	25	0.49	0.2260
met3	253	0	0.042	0.01683
met4	0	0	0	0.007481
met5	0	-	0	0
## critical path: stages
cell             delay (ns)
clkdlybuf4s50_1        0.43
or2_4                  0.28
ha_4                   0.27
nand4b_1               0.10
o31ai_1                0.09
a221oi_2               0.39
ha_2                   0.23
inv_1                  0.03
o211ai_1               0.12
xor2_2                 0.25
mux2i_1                0.21
nor3_1                 0.06
a31oi_1                0.17
clkdlybuf4s50_1        0.49
## how the worst max path moves through the flow
| stage | startpoint | endpoint | slack (ns) | cells after the start |
|---|---|---|---|---|
| after CTS | hours[3] | HEX4[3] | 0.001 | 16 |
| after global routing | secs[4] | HEX0[5] | 0.01 | 13 |
| final | mins[4] | HEX2[4] | 0.18 | 14 |
## report_power, final
part	total [W]	switching [W]	internal [W]
logic	0.000307	0.000151	0.000156
registers	0	0	0
clock network	0	0	0
## metrics by stage
step	hold slack [ns]	instance area (µm²)	instances	setup TNS [ns]	setup WS [ns]
after floorplan	2.289	2316	318	0	0.6873
after global placement	3.291	3126	464	-0.1752	-0.05905
after detailed placement	3.285	3126	464	-0.4618	-0.1237
after CTS	3.289	3134	464	0	0.001375
after global routing	3.294	3218	466	0	0.01071
final	3.208	3218	466	0	0.1769
